==> /design/flow/config.mk <==
export PLATFORM = sky130hd
export DESIGN_NAME = regfile_int
export DESIGN_NICKNAME = regfile_int
export VERILOG_FILES = /design/flow/design.v
export SDC_FILE = /design/flow/constraint.sdc
export NUM_CORES = 4
export LEC_CHECK = 1
export CORE_UTILIZATION = 30
==> /design/flow/constraint.sdc <==
current_design regfile_int

set clk_period 15.6
set clk_io_pct 0.2

create_clock -name clk0 -period $clk_period [get_ports {clk}]

set non_clock_inputs [all_inputs -no_clocks]
set_input_delay [expr $clk_period * $clk_io_pct] -clock clk0 $non_clock_inputs
set_output_delay [expr $clk_period * $clk_io_pct] -clock clk0 [all_outputs]
==> /design/flow/design.v <==
module regfile_int(
    input clk,
    input [4:0] ra1,        
    input [4:0] ra2,        
    input [4:0] wa1,        
    input [31:0] wd1,        
    input we,                
    input re,                
    output reg [31:0] rd1,   
    output reg [31:0] rd2    
);
    reg [31:0] x[0:31];      
    initial
    begin
        x[0] <= 32'd0;   
        x[1] <= 32'd5;
        x[2] <= 32'd10;
    end
    always @(posedge clk)
    begin
        if(we && wa1 != 5'd0)  
        begin
            x[wa1] <= wd1;
        end
    end
    always @(posedge clk)
    begin
        if(re && (~we || (wa1 != ra1 && wa1 != ra2)))  
        begin
            rd1 <= x[ra1]; 
            rd2 <= x[ra2];
        end
    end
endmodule
==> /design/flow/run.sh <==
#!/bin/bash
# OpenROAD 26Q1-2900-gdf79404cd8, Yosys 0.63+post, stock flow scripts
make -C /OpenROAD-flow-scripts/flow DESIGN_CONFIG=/design/flow/config.mk WORK_HOME=/design/flow/orfs finish
==> out/metrics.cfg <==
[clock_tree]
clkLatencyLatePin_ns=0.71
cts_setup_buffers=0
ctsHoldBuffers=0
cts_buffer_depth=3
cts_tree=yes
cts-resized-gates=0
clkSlewWorstSetupHoldPaths_ns=0.06
clock-sinks=1088
cts_root_buffer=clkbuf_16
numCtsBuffers=116
h-tree-depth=3

[yosys]
edf_count=1088
ys_cells=3470
yosysWarningCount=1
synth_cell_types=28
synth_area_leader_cell=edfxtp_1
synth.avg_cell_area_sq_um=14.6
yosys.cell_count.top_type=edfxtp_1
synth_seq_share_pct=64.3
ff_type=edfxtp_1
topCellsByArea=edfxtp_1 (64%), mux2i_1 (20%), a22oi_1 (2.8%), a22o_1 (2.2%), nand3_1 (1.9%)
synth_flop_count=1088
yosys_area_sq_mm=0.0508
syn_inst=3470
synth_area_sq_mm=0.0508
yosysTopAreaCellShare_pct=64.3
top_cells_by_count=edfxtp_1 (1,088), mux2i_1 (1,024), nand3_1 (196)
async_reset_ff_share_pct=0

[drt]
dr.pass1.iters=5
ant_nets=0
via_per_inst=5.43
drt_iter0_markers=2344
vias=32100
drc=0
wl_per_cell_um=27.7
drt_wl_total_um=164000
diodes=0

[power]
irDropWorstVdd_v=0.000100
p_leak_nw=21.0
powerDensity_mw_per_mm2=112

[timing]
clock.fmax_ghz=0.131
slew_viol_final=0
hold_ws_ns=0.708
post-route-period-util_pct=49.1
setup_viol=0
slew_headroom_pct=37.9
tns_ns=0
finalHoldViolCount=0
tightest_slew_ns=0.929
fin_skew_ns=0.0198
period_minus_slack_ns=7.66
rsz0062_at_grt=false

[worst_setup_path]
rr_worst_depth=5
crit_slowest_cell=buf_4
cp.arrival_ns=8.10
worst_r2r_endpoint=rd1[15]
crit_chain=buf_8 > buf_4 > buf_4 > buf_4 > buf_4 > buf_4 > mux2i_1 > a22o_1 > nor3_1 > a31oi_1 > nand3_1
critPathLaunchType=input port
path_common_cell=buf_4
path_class=in -> reg
regToRegStartpoint=x[7][15]
cp-end-kind=register
crit_required_ns=16.04
r2r_slack_ns=13.85
crit_fanout=63
cp_slowest_stage_delay_ns=0.75

[min_path]
hold_depth=4
worstHoldStart=x[25][5]
hp-class=reg -> reg
holdPathEnd=rd1[5]

[global_route]
track_usage_pct=20.0
grt_max_degree=79
grt_overflow=0
antenna_found_initial=5
grt_pass1_vias=32800
grt_pass1_wl_um=231000

[die]
ios=114
die_y_um=414
fp.coreArea_sq_mm=0.168
fp-utilization_pct=30.3
die-area_sq_mm=0.171
die-width_um=414
num_rows=150

[final_layout]
logic_area_sq_mm=0.0170
fillerInstances=15800
layout-drive-gt1-share_pct=9.01
syn2layout_area_growth_pct=14.6
flop_area_sq_mm=0.0327

[place]
gp_congestion=0.876
io_buffer_count=113
hpwl_um=89400

[status]
outcome=finished clean

[job]
cap_viol_max_count=0
tool_warnings=26

==> metal layers <==
metal	vias to the layer above	part of all wire, %	track usage, %
met3	355	13	11.3
met1	15900	36	23.8
li1	14000	-	-
met5	-	0.14	0.763
met4	15	4.2	6.83
met2	1785	47	30.9
==> power by group <==
part	total [mW]	switching (mW)	internal, mW
combinational	0.569	0.363	0.207
sequential	3.31	0.0292	3.28
clock	2.62	1.12	1.50
==> layout by cell type (no fill, tap or decap), types with 3 or more instances in the layout <==
| cell | Yosys | layout |
|---|---|---|
| edfxtp_1 | 1088 | 1088 |
| mux2i_1 | 1024 | 1024 |
| nand3_1 | 196 | 196 |
| nand2_1 | 195 | 193 |
| a22oi_1 | 192 | 192 |
| a21oi_1 | 192 | 192 |
| buf_4 | 62 | 132 |
| a22o_1 | 128 | 128 |
| clkbuf_16 | 0 | 117 |
| clkdlybuf4s50_1 | 0 | 111 |
| nor3_1 | 65 | 65 |
| a31oi_1 | 64 | 64 |
| clkinv_1 | 0 | 36 |
| nor2_4 | 0 | 33 |
| clkbuf_1 | 74 | 33 |
| conb_1 | 1 | 32 |
| clkinv_2 | 0 | 14 |
| bufinv_16 | 0 | 8 |
| nand3b_1 | 5 | 5 |
| xnor2_1 | 5 | 5 |
| xor2_1 | 5 | 5 |
| nor2b_4 | 0 | 4 |
| nand2b_2 | 0 | 4 |
| or3b_2 | 3 | 3 |
| clkinvlp_4 | 0 | 3 |
| buf_12 | 0 | 3 |
==> how the worst max path moves through the flow <==
stage	start	end	slack, ns	depth (start not counted)
4_1_cts	ra2[1]	rd2[5]	7.98	11
5_1_grt	ra2[1]	rd2[5]	7.75	11
6_report	ra2[1]	rd2[5]	7.94	11
==> metrics by stage <==
step	instances	power, mW	utilization (%)	setup WS, ns	cell area, sq um
2_1_floorplan	3501	3.69	-	8.19	50900
3_3_place_gp	5695	3.94	32.6	7.29	54600
3_5_place_dp	5695	3.94	32.6	7.23	54600
4_1_cts	5910	6.55	34.7	7.98	58200
5_1_grt	5910	6.70	34.7	7.75	58200
6_report	5910	6.51	34.7	7.94	58200
==> critical path, delay by kind of cell <==
family	cells	cell delay (ns)
multiplexers	1	0.27
AND-OR/OR-AND	2	0.37
buffers and inverters	6	3.96
AND/OR/NAND/NOR	2	0.15
==> layout make-up <==
cell class / instances / share of cell area [%]
clock buffer: 150 / 5.24
timing repair buffer: 248 / 3.77
sequential: 1088 / 56.1
clock inverter: 65 / 0.909
multi-input combinational: 2155 / 29.2
tap: 2204 / 4.74
==> registers in the layout, summed over array words and instances, names as in the netlist <==
name,count
rd1,32
rd2,32
x,1024
==> logic make-up after synthesis <==
kind of cell | after synthesis | share of synthesized area (%)
xor gates and xnor gates | 10 | 0.172
other | 1 | 0.00738
buffers and inverters | 258 | 3.05
and+or+nand+nor | 511 | 4.55
DFF | 1088 | 64.3
muxes | 1024 | 20.2
AOI/OAI and AO/OA | 578 | 7.75
Power figures rest on the tool's default switching activity, not on a simulated workload.
